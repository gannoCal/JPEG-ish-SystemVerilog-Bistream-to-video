[flow/run.sh]
#!/bin/bash
# OpenROAD 26Q1-2900-gdf79404cd8, Yosys 0.63+post, stock flow scripts
make -C /OpenROAD-flow-scripts/flow DESIGN_CONFIG=/design/flow/config.mk WORK_HOME=/design/flow/orfs finish
[flow/constraint.sdc]
current_design CSConversion

set clk_period 38.9
set clk_io_pct 0.2

create_clock -name clk0 -period $clk_period [get_ports {Clock}]

set non_clock_inputs [all_inputs -no_clocks]
set_input_delay [expr $clk_period * $clk_io_pct] -clock clk0 $non_clock_inputs
set_output_delay [expr $clk_period * $clk_io_pct] -clock clk0 [all_outputs]
[flow/config.mk]
export PLATFORM = sky130hd
export DESIGN_NAME = CSConversion
export DESIGN_NICKNAME = CSConversion
export VERILOG_FILES = /design/flow/design.v
export SDC_FILE = /design/flow/constraint.sdc
export NUM_CORES = 4
export LEC_CHECK = 1
export CORE_UTILIZATION = 50
[flow/design.v]
`timescale 1ns/100ps
`default_nettype none
module CSConversion (
	input  logic            Clock,
   input  logic            Resetn,
	input  logic CS_en,
	input wire [31:0] Yi,
	input logic [31:0] Ui,
	input logic [31:0] Vi,
	output logic R_flag,
	output logic  G_flag,
	output logic  B_flag,
	output logic [7:0] Ro,
	output logic [7:0] Go,
	output logic [7:0] Bo,
	output logic [7:0] Ro_reg,
	output logic [7:0] Go_reg,
	output logic [7:0] Bo_reg,
	input logic [3:0] sync_state,
	input logic force_state
);
enum logic [1:0] {
	Idle,
	Process
} top_state_type;
reg [31:0] Y_result; 
reg [31:0] U_intermediary;
logic [2:0] async_stage_counter;
logic [2:0] stage_counter;
logic [31:0] op1;
logic [31:0] op2;
reg [31:0] mult_result;
logic [31:0] sum;
assign stage_counter = force_state ? sync_state : async_stage_counter;
Multiplier mult_unit_C (
.Mult_op_1(op1),
.Mult_op_2(op2),
.Mult_result(mult_result)
);
always_comb begin
	op1 = 0;
	op2 = 0;
	Ro = 0;
	Go = 0;
	Bo = 0;
	R_flag = 0;
	G_flag = 0;
	B_flag = 0;
	sum = 0;
	case(stage_counter)
		3'd0:begin
			op1 = (Yi-32'd16);												
			op2 = 32'd76284;
		end
		3'd1:begin
			op1 = (Vi-32'd128);
			op2 = 32'd104595;
			sum = Y_result + mult_result;
			if(sum[31])
				Ro = 8'd0;
			else if(|sum[30:24] )
				Ro = 8'd255;
			else 
				Ro = sum[23:16];
			R_flag = 1;
		end
		3'd2:begin
			op1 = (Ui-32'd128);
			op2 = 32'd25624;
		end
		3'd3:begin
			op1 = (Vi-32'd128);
			op2 = 32'd53281;
			sum = Y_result - U_intermediary - mult_result;
			if(sum[31])
				Go = 8'd0;
			else if(|sum[30:24] )
				Go = 8'd255;
			else 
				Go = sum[23:16];
			G_flag = 1;
		end
		3'd4:begin
			op1 = (Ui-32'd128);
			op2 = 32'd132251;
			sum = Y_result + mult_result;
			if(sum[31])
				Bo = 8'd0;
			else if(|sum[30:24] )
				Bo = 8'd255;
			else 
				Bo = sum[23:16];
			B_flag = 1;
		end
		default:begin
			Ro = 0;
			Go = 0;
			Bo = 0;
			R_flag = 0;
			G_flag = 0;
			B_flag = 0;
			sum = 0;
		end
	endcase
end
always_ff @(posedge Clock or negedge Resetn) begin
	if(!Resetn)begin
		top_state_type <=Idle;
		Y_result <= 32'd0;
		U_intermediary <= 32'd0;
		async_stage_counter <= 3'd0;
	end else begin
		case(top_state_type)
			Idle:begin
			async_stage_counter <= 3'd0;
				if(CS_en)begin
					top_state_type <= Process;
					Y_result <= mult_result;
				end
			end
			Process:begin
				case(stage_counter)
					3'd0:begin
						Y_result <= mult_result;
						if(!force_state)
							async_stage_counter <= async_stage_counter +3'd1;
					end
					3'd1:begin
						Ro_reg <= Ro;
						if(!force_state)
							async_stage_counter <= async_stage_counter +3'd1;
					end
					3'd2:begin
						U_intermediary <= mult_result;
						if(!force_state)
							async_stage_counter <= async_stage_counter +3'd1;
					end
					3'd3:begin
						Go_reg <= Go;
						if(!force_state)
							async_stage_counter <= async_stage_counter +3'd1;
					end
					3'd4:begin
						Bo_reg <= Bo;
						if(!force_state)
							async_stage_counter <= async_stage_counter +3'd1;
						if(!CS_en)
							top_state_type <= Idle;
					end
					3'd5:begin
						if(!force_state)
							async_stage_counter <= 3'd0;
					end
				endcase
			end
		endcase
	end
end
endmodule
`timescale 1ns/100ps
`default_nettype none
module Multiplier (
	input logic signed [31:0] Mult_op_1, 
	input logic signed [31:0] Mult_op_2,
	output logic signed [31:0] Mult_result,
	output logic signed[63:0] Mult_result_long
);
assign Mult_result_long = Mult_op_1 * Mult_op_2;
assign Mult_result = Mult_result_long[31:0];
endmodule
==> run notes <==
The flow completed. Number of violations reported at the end of detailed-routing iteration 0 landed at 684. The clock drives 93 sinks. The via count of the first global-routing pass came to 17100. Count of boundary I/O pins landed at 155.

Required time of the critical path landed at 31.12 ns. TritonCTS built the clock tree. Among all cell types in the netlist, the one instantiated most often is inv_1. Aggregate global-route resource usage landed at 31.3%. STA classifies the critical path endpoint as an output pin. Worst reg2reg path depth landed at 41. Counting I/O delays and the setup requirement, the final critical path takes 29.25 ns. In this run, synthesis inferred 24 flip-flops with an integrated enable.

Maximum fanout count along the critical path landed at 35. The worst setup path is of the in -> out kind. The netlist uses 87 different library cells.

Floorplan core area landed at 40200 um2. Overall chip area landed at 42000 um2. For this run, design rule violations remaining after detail routing come to 0. Ranked by instance count, the synthesized netlist is headed by inv_1 (566), fa_1 (337), nand2_1 (226). The synthesized instance count is 2372. After detailed routing, the average wire length per cell comes to 19.3 um.

Flop and latch count out of synthesis landed at 93. Via density per instance landed at 5.26. The worst hold path begins at U_intermediary[22].

Number of setup violations in the final report landed at 0. The main area contributors are fa_1 (33%), ha_1 (11%), inv_1 (10%). Summed over all instances, the cell type with the most area after synthesis is fa_1.

Count of fill cells added during filler insertion landed at 3669. The routed layout has 15900 vias. Count of hold buffers inserted by post-cts repair landed at 0. Sum of routed wire length over all layers landed at 58.4 mm.

According to the floorplan report, the die height is 205 um. The layout report lists the combined flip-flop and latch area as 2450 um2. Per the synth stats, the proportion of register bits with asynchronous set or reset is 74.2%. As reported, the later end of the worst-skew pair has a clock insertion delay of 0.37 ns. 0 antenna diodes ended up in the layout. Detailed-router iteration count before antenna repair landed at 5.

Initial antenna violation count landed at 0. Looking at the reg2reg group, the worst path starts from async_stage_counter[2]. Maximum frequency from static timing analysis landed at 34.2 MHz. STA reports the tightest min-delay check as being of type reg -> reg.

Sequential share of the synthesized area landed at 11.9%. Final antenna-violating net count landed at 0. Layout cell share with drive strength beyond 1 landed at 5.11%.

Die width landed at 205 um. Clock-pin slew on the worst setup and hold paths landed at 0.07 ns. Share of the synthesized area in the top cell type landed at 32.8%. Post-CTS setup buffer count landed at 0.

In this run, CTS created clock tree buffers numbering 9. Once detailed placement completed, the half-perimeter wirelength came to 50.6 mm. STA reports a reg2reg setup slack of 25.72 ns.

For this run, the slowest stage of the critical path takes 0.92 ns. The cell sitting at the root of the clock tree is a clkbuf_16. Initial cell density of the core landed at 51.2%. Port buffer count landed at 152. Weighted congestion reported at the end of routability-driven placement landed at 1.00.

Measured slew at the worst slew-check pin landed at 0.957 ns. Chip area estimate from yosys synthesis landed at 20600 um2. Final hold violation count landed at 0. Yosys stat counts 2372 cells in the synthesized netlist. The warning tally printed by Yosys for this design is 1. For this run the aggregate overflow at the end of global routing stands at 0. The endpoint identified for the worst register-to-register timing path is Go_reg[7]. The largest registers in the layout are U_intermediary: 32 flops, Y_result: 32 flops. The flow ran to the end, and the final reports show no timing, DRC or antenna violations.

From synthesis to final layout, the design area changed by 12.0%. Wire length of the first global-routing pass landed at 92.8 mm. Data on the critical path arrives at its endpoint at 21.47 ns. Setup repair after global routing left no endpoint under its margin. The worst hold path was traced through 2 stages. Tightest hold margin landed at 0.494 ns. CTS reports a maximum clock tree buffer depth of 2. Fraction of the cycle the final worst path needs landed at 75.2%. Worst-case clock skew landed at 0.0113 ns. Worst slew slack as a fraction of its limit landed at 35.5%. Per the layout area report, the combinational gate area comes to 15800 um2. The tool warning count for the run is 28.

For the final routed database, the setup TNS stands at 0 ns. Area of the mapped netlist landed at 20600 um2. Depth of the CTS H-tree landed at 3. Max capacitance violation total landed at 0. In this run the mean area of a mapped cell was 8.68 um2. Maximum number of pins on one net before global-route repair landed at 53. Looking at the cell usage after synthesis, the top flip-flop cell is dfrtp_1. The worst setup path is launched from a primary input. The timing report shows that the slowest cell on the worst path is clkdlybuf4s50_1.

Max-slew check failures listed in the final report amount to 0. Count of instances resized after the clock tree is built landed at 0. The endpoint of the worst hold path is reported as U_intermediary[22].

Number of placement rows landed at 73.
## routing by layer
| layer | up-vias | global-route usage [%] | wire length [um] |
|---|---|---|---|
| met5 | - | 1.19 | 65 |
| met4 | 2 | 14.4 | 3510 |
| met3 | 120 | 6.02 | 3050 |
| met2 | 448 | 51.0 | 28000 |
| met1 | 7706 | 41.7 | 23700 |
| li1 | 7650 | - | - |
## cells in the final DEF (no fill, tap or decap), drive strengths merged, types with 11 or more instances in the layout
cell type      count
inv              568
nand3             19
clkdlybuf4s50    151
a21oi             73
xnor2             68
fa               337
mux2              31
nor2             180
edfxtp            24
o21ai             88
buf               31
or2               26
o21a              19
dfrtp             68
or3               27
xor2              56
nor4              18
mux2i             20
a31oi             11
ha               175
nor3              34
nand2b            25
nand2            228
and2              35
a21o              36
## worst max-delay path by stage
stage / from / to / depth (start not counted)
4_1_cts: force_state / Go[7] / 43
5_1_grt: force_state / Go[0] / 43
6_report: force_state / Go[7] / 43
## cell type report
| cell class | instances | area share [%] |
|---|---|---|
| Clock inverter | 7 | 0.320 |
| Sequential cell | 93 | 10.6 |
| Multi-Input combinational cell | 1646 | 68.4 |
| Clock buffer | 9 | 0.977 |
| Timing Repair Buffer | 182 | 7.56 |
| Inverter | 567 | 9.23 |
| Tap cell | 525 | 2.85 |
## worst max-delay path: cells and delay by family
family          cells  cell delay (ns)
xor+xnor            2             0.47
fa+ha+maj          10             4.71
buf+inv            10             2.23
simple gates        7             1.78
mux                 4             1.42
compound gates     10             3.04
## per-stage QoR
| step | std cells | utilization, % | setup WS [ns] | instance area (um2) |
|---|---|---|---|---|
| 3_3_place_gp | 3013 | 56.6 | 9.71 | 22800 |
| 4_1_cts | 3029 | 57.4 | 9.53 | 23100 |
| 3_5_place_dp | 3013 | 56.6 | 9.58 | 22800 |
| 5_1_grt | 3029 | 57.4 | 8.77 | 23100 |
| 6_report | 3029 | 57.4 | 9.65 | 23100 |
| 2_1_floorplan | 2372 | - | 11.76 | 20600 |
## cell families after synthesis
| kind of cell | synth area share (%) |
|---|---|
| AND-OR/OR-AND | 9.75 |
| XOR/XNOR | 5.87 |
| adder cells (fa/ha/maj) | 43.5 |
| buffers and inverters | 11.6 |
| flip-flops | 11.9 |
| multiplexers | 2.69 |
| AND/OR/NAND/NOR | 14.7 |
